===== /design/flow/config.mk =====
export PLATFORM = sky130hd
export DESIGN_NAME = mux_2to1
export DESIGN_NICKNAME = mux_2to1
export VERILOG_FILES = /design/flow/design.v
export SDC_FILE = /design/flow/constraint.sdc
export NUM_CORES = 4
export LEC_CHECK = 1
export CORE_AREA = 10 10 70 70
export DIE_AREA = 0 0 80 80

===== /design/flow/constraint.sdc =====
current_design mux_2to1

set clk_period 1.0
set clk_io_pct 0.2

create_clock -name clk0 -period $clk_period

set non_clock_inputs [all_inputs -no_clocks]
set_input_delay [expr $clk_period * $clk_io_pct] -clock clk0 $non_clock_inputs
set_output_delay [expr $clk_period * $clk_io_pct] -clock clk0 [all_outputs]

===== /design/flow/design.v =====
module mux_2to1 (
    input       [31:0] d0_i,
    input       [31:0] d1_i,
    input              s_i,
    output wire [31:0] y_o
);  
  assign y_o = (s_i) ? d1_i : d0_i;
endmodule

===== /design/flow/run.sh =====
#!/bin/bash
# OpenROAD 26Q1-2900-gdf79404cd8, Yosys 0.63+post, stock flow scripts
make -C /OpenROAD-flow-scripts/flow DESIGN_CONFIG=/design/flow/config.mk WORK_HOME=/design/flow/orfs finish

==> flow_summary.yaml <==
# physical design summary
timing:
  slew_headroom_pct: 93.4
  rsz0062_at_grt: "true"
  slew_viol_final: 0
  clock.fmax_mhz: 908
  tightest_slew_ns: 0.0992
  setup_viol: 32
  period_used_pct: 110
  period_minus_slack_ns: 1.10
  worst_slack_ns: -0.101
  hold_viol: 0
critical_path:
  crit_required_ns: 0.80
  worst_setup_path_end_kind: "primary output"
  critical_path_arrival_ns: 0.90
  worstSetupPathType: "input pin to primary output"
  critPathLaunchType: "input pin"
  worstPathMaxFanout: 6
floorplan:
  coreArea_um2: 3420
  chipArea_um2: 6400
  ioPinCount: 97
  fp_util_pct: 15.9
  die_y_um: 80
  die_w_um: 80
  fp-row-count: 21
route:
  num_antenna_cells: 0
  drt_iter0_drc: 3
  via_count: 720
  wire_per_inst_um: 16.1
  drcViolationCount: 0
  ant_nets: 0
  wl_um: 2920
  firstDrtPassIters: 2
  vias_per_cell: 3.98
global_route:
  grt_pass1_vias: 811
  grt_pass1_wl_um: 4310
  overflow: 0
  antenna_found_initial: 0
  grt_use_total_pct: 8.29
  grt_max_degree: 10
status:
  run_status: "complete, but fails checks"
  violations: "setup timing"
yosys:
  synth_seq_share_pct: 0
  yosysWarningCount: 0
  top_cells_by_area: "mux2_4 (83%), buf_12 (11%), mux2_2 (4.1%), buf_6 (2.1%)"
  yosysTopAreaCell: "mux2_4"
  syn_inst: 36
  ys_area_um2: 544
  yosys.cell_types.count: 4
  syn-cell-area_um2: 544
  ys_cells: 36
  netlist.area_leader.share_pct: 82.8
  syn_area_per_cell_um2: 15.1
power:
  combPwrFrac_pct: 100.0
  p_int_uw: 478
  clockPowerShare_pct: 0
  powerDensity_nw_per_um2: 394
  p_leak_nw: 0.852
  vdd_ir_drop_max_uv: 185
  p_sw_share_pct: 22.5
  p_sw_uw: 138
  seq_power_share_pct: 0
clock_network:
  postCtsHoldBufs: 0
  post_cts_buffers: 0
place:
  port_buffers: 97
  dpl.hpwl_um: 2410
  placed_cells: 177
  dpl_worst_slack_ns: -0.496
  globalplace.congestion: 0.760
layout:
  drive_above_1_share_pct: 52.6
  final_common_cell: "dlygate4sd2_1"
  nFillCells: 335
  logic_area_um2: 480
  instances_no_fill: 181
  final_cell_mix: "dlygate4sd2_1 (64), mux2_4 (32), buf_6 (21), buf_2 (11), buf_16 (4)"
  clock_buffers: 0
  seq_cells: 0
  final_util_pct: 45.8
  area.sequential_um2: 0
  area_delta_synth_final_pct: 188
hold_path:
  hold_class: "input pin to primary output"
  hold-path-cell-count: 3
run:
  tool_warnings: 34
  drv_cap: 0
metal layers:
metal	global-route usage (%)	wire length, um	up-vias
li1	-	-	342
met1	10.5	1190	323
met2	13.9	1430	53
met3	2.50	278	2
met4	0.704	21	0
met5	0	0	-
worst max-delay path: stages:
cell	delay, ns
buf_16	0.13
clkbuf_16	0.16
mux2_4	0.30
buf_6	0.11
per-stage QoR:
stage	setup TNS, ns	hold WS [ns]	cell area, um2	power, mW
after floorplan	0	0.498	544	0.206
after global placement	-15.26	1.33	1540	0.654
after detailed placement	-15.30	1.33	1540	0.656
after CTS	-2.59	0.800	1500	0.593
after global routing	-3.26	0.807	1570	0.662
final	-2.64	0.794	1570	0.616
logic make-up (layout without fill, tap and decap cells):
logic type / Yosys count / count (layout) / share of synthesized area (%)
mux: 32 / 32 / 86.9
buf+inv: 4 / 103 / 13.1
power by group through the flow:
stage	clock (mW)	combinational (mW)	sequential [mW]
finish	0	0.616	0
global route	0	0.662	0
CTS	0	0.593	0
cell type report:
type                       instances  area share, %
tap                               46           3.68
multi-input combinational         32           30.7
timing repair buffer             103           65.6
Yosys cell counts:
cell type and count:
mux2_4 30, buf_6 1, mux2_2 2, buf_12 3
path summary, 6_finish.rpt:
kind,slack (ns),to,from
worst max-delay path,-0.10,y_o[26],s_i
worst min-delay path,0.79,y_o[25],d0_i[25]
what timing repair did:
action / CTS / global route
endpoints found under the setup margin: 32 / 32
gates resized: 186 / 6
gates cloned: 3 / 1
Power is estimated from default activity; no workload was simulated.
