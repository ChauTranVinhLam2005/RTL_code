File: ./run.sh
#!/bin/bash
# OpenROAD 26Q1-2900-gdf79404cd8, Yosys 0.63+post, stock flow scripts
make -C /OpenROAD-flow-scripts/flow DESIGN_CONFIG=/design/flow/config.mk WORK_HOME=/design/flow/orfs finish
File: ./config.mk
export PLATFORM = sky130hd
export DESIGN_NAME = brcomp
export DESIGN_NICKNAME = brcomp
export VERILOG_FILES = /design/flow/design.v
export SDC_FILE = /design/flow/constraint.sdc
export NUM_CORES = 4
export LEC_CHECK = 1
export CORE_AREA = 10 10 81 81
export DIE_AREA = 0 0 91 91
File: ./constraint.sdc
current_design brcomp

set clk_period 6.1
set clk_io_pct 0.2

create_clock -name clk0 -period $clk_period

set non_clock_inputs [all_inputs -no_clocks]
set_input_delay [expr $clk_period * $clk_io_pct] -clock clk0 $non_clock_inputs
set_output_delay [expr $clk_period * $clk_io_pct] -clock clk0 [all_outputs]
File: ./design.v
module add_subtract (
    input  [31:0] a_i,
    input  [31:0] b_i,
    input         cin_i,      
    output [31:0] result_o,
    output        cout_o
);
  wire [31:0] carry_i;
  wire [31:0] b_mod_i;
  wire raw_cout;
  assign cout_o = cin_i ? ~raw_cout : raw_cout;
  assign b_mod_i = b_i ^ {32{cin_i}};  
  full_adder fa0 (.X_i(a_i[0]), .B_i(b_mod_i[0]), .C_i(cin_i),   .S_o(result_o[0]),  .C_o(carry_i[0]));
  full_adder fa1  (.X_i(a_i[1]),  .B_i(b_mod_i[1]),  .C_i(carry_i[0]),  .S_o(result_o[1]),  .C_o(carry_i[1]));
  full_adder fa2  (.X_i(a_i[2]),  .B_i(b_mod_i[2]),  .C_i(carry_i[1]),  .S_o(result_o[2]),  .C_o(carry_i[2]));
  full_adder fa3  (.X_i(a_i[3]),  .B_i(b_mod_i[3]),  .C_i(carry_i[2]),  .S_o(result_o[3]),  .C_o(carry_i[3]));
  full_adder fa4  (.X_i(a_i[4]),  .B_i(b_mod_i[4]),  .C_i(carry_i[3]),  .S_o(result_o[4]),  .C_o(carry_i[4]));
  full_adder fa5  (.X_i(a_i[5]),  .B_i(b_mod_i[5]),  .C_i(carry_i[4]),  .S_o(result_o[5]),  .C_o(carry_i[5]));
  full_adder fa6  (.X_i(a_i[6]),  .B_i(b_mod_i[6]),  .C_i(carry_i[5]),  .S_o(result_o[6]),  .C_o(carry_i[6]));
  full_adder fa7  (.X_i(a_i[7]),  .B_i(b_mod_i[7]),  .C_i(carry_i[6]),  .S_o(result_o[7]),  .C_o(carry_i[7]));
  full_adder fa8  (.X_i(a_i[8]),  .B_i(b_mod_i[8]),  .C_i(carry_i[7]),  .S_o(result_o[8]),  .C_o(carry_i[8]));
  full_adder fa9  (.X_i(a_i[9]),  .B_i(b_mod_i[9]),  .C_i(carry_i[8]),  .S_o(result_o[9]),  .C_o(carry_i[9]));
  full_adder fa10 (.X_i(a_i[10]), .B_i(b_mod_i[10]), .C_i(carry_i[9]),  .S_o(result_o[10]), .C_o(carry_i[10]));
  full_adder fa11 (.X_i(a_i[11]), .B_i(b_mod_i[11]), .C_i(carry_i[10]), .S_o(result_o[11]), .C_o(carry_i[11]));
  full_adder fa12 (.X_i(a_i[12]), .B_i(b_mod_i[12]), .C_i(carry_i[11]), .S_o(result_o[12]), .C_o(carry_i[12]));
  full_adder fa13 (.X_i(a_i[13]), .B_i(b_mod_i[13]), .C_i(carry_i[12]), .S_o(result_o[13]), .C_o(carry_i[13]));
  full_adder fa14 (.X_i(a_i[14]), .B_i(b_mod_i[14]), .C_i(carry_i[13]), .S_o(result_o[14]), .C_o(carry_i[14]));
  full_adder fa15 (.X_i(a_i[15]), .B_i(b_mod_i[15]), .C_i(carry_i[14]), .S_o(result_o[15]), .C_o(carry_i[15]));
  full_adder fa16 (.X_i(a_i[16]), .B_i(b_mod_i[16]), .C_i(carry_i[15]), .S_o(result_o[16]), .C_o(carry_i[16]));
  full_adder fa17 (.X_i(a_i[17]), .B_i(b_mod_i[17]), .C_i(carry_i[16]), .S_o(result_o[17]), .C_o(carry_i[17]));
  full_adder fa18 (.X_i(a_i[18]), .B_i(b_mod_i[18]), .C_i(carry_i[17]), .S_o(result_o[18]), .C_o(carry_i[18]));
  full_adder fa19 (.X_i(a_i[19]), .B_i(b_mod_i[19]), .C_i(carry_i[18]), .S_o(result_o[19]), .C_o(carry_i[19]));
  full_adder fa20 (.X_i(a_i[20]), .B_i(b_mod_i[20]), .C_i(carry_i[19]), .S_o(result_o[20]), .C_o(carry_i[20]));
  full_adder fa21 (.X_i(a_i[21]), .B_i(b_mod_i[21]), .C_i(carry_i[20]), .S_o(result_o[21]), .C_o(carry_i[21]));
  full_adder fa22 (.X_i(a_i[22]), .B_i(b_mod_i[22]), .C_i(carry_i[21]), .S_o(result_o[22]), .C_o(carry_i[22]));
  full_adder fa23 (.X_i(a_i[23]), .B_i(b_mod_i[23]), .C_i(carry_i[22]), .S_o(result_o[23]), .C_o(carry_i[23]));
  full_adder fa24 (.X_i(a_i[24]), .B_i(b_mod_i[24]), .C_i(carry_i[23]), .S_o(result_o[24]), .C_o(carry_i[24]));
  full_adder fa25 (.X_i(a_i[25]), .B_i(b_mod_i[25]), .C_i(carry_i[24]), .S_o(result_o[25]), .C_o(carry_i[25]));
  full_adder fa26 (.X_i(a_i[26]), .B_i(b_mod_i[26]), .C_i(carry_i[25]), .S_o(result_o[26]), .C_o(carry_i[26]));
  full_adder fa27 (.X_i(a_i[27]), .B_i(b_mod_i[27]), .C_i(carry_i[26]), .S_o(result_o[27]), .C_o(carry_i[27]));
  full_adder fa28 (.X_i(a_i[28]), .B_i(b_mod_i[28]), .C_i(carry_i[27]), .S_o(result_o[28]), .C_o(carry_i[28]));
  full_adder fa29 (.X_i(a_i[29]), .B_i(b_mod_i[29]), .C_i(carry_i[28]), .S_o(result_o[29]), .C_o(carry_i[29]));
  full_adder fa30 (.X_i(a_i[30]), .B_i(b_mod_i[30]), .C_i(carry_i[29]), .S_o(result_o[30]), .C_o(carry_i[30]));
  full_adder fa31 (.X_i(a_i[31]), .B_i(b_mod_i[31]), .C_i(carry_i[30]), .S_o(result_o[31]), .C_o(raw_cout));
endmodule
module brcomp (
    input      [31:0] rs1_i,
    input      [31:0] rs2_i,
    input             br_unsign, 
    output wire       br_less,
    output reg        br_equal
);
  integer i;
  wire [31:0] sub_o;
  wire        cout;
  wire        mux_out;
  wire        less_sign1, less_sign2;
  wire        ltemp1, ltemp2, ltemp3, ltemp4;
  reg  [31:0] etemp1, etemp2;
  add_subtract S1 ( .a_i(rs1_i), .b_i(rs2_i), .cin_i(1'b1), .result_o(sub_o), .cout_o(cout));
  assign mux_out = (br_unsign) ? cout : ~sub_o[31];
  assign less_sign1 = mux_out ^ ~br_unsign;
  assign ltemp1 = rs1_i[31] ^ rs2_i[31];
  assign ltemp2 = rs1_i[31] ^ sub_o[31];
  assign ltemp3 = ltemp1 & ltemp2;
  assign ltemp4 = ltemp3 ^ sub_o[31];
  assign less_sign2 = ltemp4 & ~br_unsign;
  assign br_less = less_sign1 | less_sign2;
  always @(*) begin
    for(i = 0; i < 32; i = i + 1) begin
      etemp1[i] =  sub_o[i] ^ 1'b1;
    end
    for(i = 0; i < 31; i = i + 1) begin
      etemp2[i] =  etemp1[i] & etemp1[i+1];
      if (etemp2[i] == 1'b0) begin
        br_equal = 1'b0;
      end else begin
        br_equal = 1'b1;
      end
    end
  end
endmodule
module full_adder (
    input  X_i,
    input  B_i,
    input  C_i,
    output S_o,
    output C_o
);
  wire w1, w2, w3;
  xor G1 (w1, X_i, B_i);
  and G2 (w3, X_i, B_i);
  and G3 (w2, w1, C_i);
  xor G4 (S_o, w1, C_i);
  or G5 (C_o, w2, w3);
endmodule
==> impl_report.txt <==
FLOW METRICS REPORT
----------------------------------------------------
[Pwr]
  Switching power share of the total ........................ 0.327
  P_leak ........................ ~0.8 nW
  Worst vdd ir ........................ around 0.023 mV
  Cell Pwr Density ........................ around 60 nW/um^2
  Proportion of power drawn by flip-flops and latches ........................ 0
  Clock network power share ........................ 0
  Sw Pwr ........................ 31.4 uW
  Pwr Total ........................ roughly 96 uW
  Combinational Power Share ........................ 1.000
  Int Power ........................ approximately 65 uW

[Detailed routing]
  Final routed wire length divided by cell count ........................ 11.0 um
  Overall via count from detail_route ........................ approximately 900
  Antenna-violating nets left ........................ 0
  Drt pass-1 iters ........................ 2
  DRT iter0 DRCs ........................ 10
  Diode count ........................ 0
  Vias per cell ........................ roughly 3.7
  Total DRC errors in the routed layout ........................ 0
  Routed wire length ........................ 2.63 mm

[Setup path]
  Critical path's top delay family ........................ adder cells
  Path type of the worst setup path ........................ input pin to output port
  Required time at the endpoint of the critical path ........................ between 4 and 5 ns
  Nature of the critical path endpoint ........................ output port
  Max Fanout on Critical Path ........................ 2
  Worst Path Arrival ........................ 4.57 ns
  Buffer and inverter count on the worst path ........................ 4
  Kind of start point of the critical path ........................ input pin
  Critical path's slowest cell ........................ sky130_fd_sc_hd__clkdlybuf4s50_1
  Critical path depth ........................ 14
  Ordered cell list for the critical path ........................ clkdlybuf4s50_1 > inv_1 > ha_1 > a21o_1 > a2111oi_2 > o21ai_1 > a21oi_2 > o311ai_1 > fa_1 > inv_1 > fa_1 > nor3b_1 > a21oi_1 > clkdlybuf4s50_1
  Crit-path max cell delay ........................ 0.48 ns

[Final timing]
  RSZ-0062 raised after global routing ........................ no
  Minimum setup slack in the final design ........................ around 0.31 ns
  Final-report setup violation count ........................ 0
  Max Transition Viols Final ........................ 0
  Worst slew pin tran ........................ slightly below 0.3 ns
  Maximum operating frequency ........................ approximately 170 MHz
  Ratio of final minimum period to clock period ........................ 0.948
  Max-slew headroom at the worst pin ........................ 0.801
  Tightest hold margin ........................ roughly 3.4 ns
  Count of final hold-check violations ........................ 0
  Total Neg Setup Slack ........................ 0 ns
  Final critical path time including I/O delays and setup ........................ around 5.8 ns

[Hold path]
  Number of stages on the worst hold path ........................ 3
  Hold Startpoint ........................ br_unsign
  Hold Crit Class ........................ input pin to output port
  Min-Delay Endpoint ........................ br_less

[Flow run]
  Stage-log warning count ........................ 33
  Max-cap violations ........................ 0

[CTS]
  Number of hold buffers added after CTS ........................ 0

[Global routing]
  Residual overflow from global routing ........................ 0
  Global-route wire length before repair ........................ ~4.5 mm
  Overall global routing resource usage ........................ 0.0629
  Initial antenna violation count ........................ 0
  Pin count of the biggest net entering global routing ........................ 3
  Via count of the first global-routing pass ........................ around 1k

[Logic synthesis]
  Post-Syn Area ........................ about 800 um^2
  Share of the yosys chip area belonging to registers ........................ 0
  Synth Area in Simple Gates ........................ 0.0623
  Yosys top cell by instances ........................ sky130_fd_sc_hd__inv_1
  Avg Synthesized Cell Area ........................ roughly 8 um^2
  Xor/xnor share of the synthesized area ........................ 0
  Most numerous cell types in the synthesized netlist ........................ sky130_fd_sc_hd__inv_1 (36), sky130_fd_sc_hd__ha_1 (29), sky130_fd_sc_hd__a21o_1 (4), sky130_fd_sc_hd__a21oi_1 (4), sky130_fd_sc_hd__o21a_1 (4)
  Combinational family with the most area after synthesis ........................ adder cells
  Synth Area in Adders ........................ 0.514
  Synth area leader ........................ sky130_fd_sc_hd__ha_1
  Cell count in the Yosys report ........................ between 100 and 150
  Count of cell types in the netlist ........................ 25
  Compound Share, Synth ........................ 0.260
  Area fraction in mux cells ........................ 0
  Cell types occupying the most area after synthesis ........................ sky130_fd_sc_hd__ha_1 (44%), sky130_fd_sc_hd__inv_1 (16%), sky130_fd_sc_hd__fa_1 (7.3%), sky130_fd_sc_hd__a2111oi_2 (3.6%), sky130_fd_sc_hd__a21o_1 (3.6%)
  Yosys-reported design area after synthesis ........................ between 800 and 900 um^2
  Synthesis warning total ........................ 1
  Top-area cell type share of the netlist area ........................ 0.441
  Gate count of the mapped netlist ........................ approximately 110

[Floorplanning]
  Floorplan core density ........................ 0.171
  Width of the die ........................ ~91 um
  Height of the die ........................ approximately 90 um
  IO Pins ........................ around 67
  Die outline area ........................ 8280 um^2
  Total core area ........................ just under 5000 um^2
  Floorplan row count ........................ 25

[Finish]
  Clk_buf instances ........................ 0
  Share of layout cells above drive strength 1 ........................ 0.0407
  Number of sequential cells in the layout ........................ 0
  FF+latch area ........................ 0 um^2
  Core occupancy in the finished layout ........................ 0.330
  Area grow syn2layout ........................ 92.9%

[Outcome]
  Outcome ........................ completed

[Placed design]
  Input/output buffers ........................ 67
  Global placement routability congestion ........................ 0.752
  Total half-perimeter wirelength after legalization and detailed placement ........................ between 2 and 3 mm
  Placement Setup Slack ........................ between 0.15 and 0.2 ns

----------------------------------------------------
-- layout make-up --
class,instances,area (um^2)
multi-input combinational,69,698
inverter,36,135
tap,67,83.8
timing repair buffer,67,671
fill,531,3230
-- power by group through the flow --
| stage | combinational [mW] | sequential [mW] | clock (mW) |
|---|---|---|---|
| after CTS | 0.0967 | 0 | 0 |
| after global routing | 0.111 | 0 | 0 |
| final | 0.0959 | 0 | 0 |
-- how the worst max path moves through the flow --
stage,from,slack [ns],endpoint
6_report,rs2_i[14],0.31,br_less
5_1_grt,rs2_i[14],0.01,br_less
4_1_cts,rs2_i[14],0.12,br_less
-- cell families (layout without fill, tap and decap cells) --
family / after synthesis / count (layout)
buffers and inverters: 36 / 103
AND/OR/NAND/NOR: 9 / 9
AND-OR/OR-AND: 28 / 28
adder cells (fa/ha/maj): 32 / 32
-- timing repair --
| action | 4_1_cts | 5_1_grt |
|---|---|---|
| buffers inserted | 0 | 0 |
| setup endpoints to repair | 0 | 1 |
| resized | 0 | 3 |
-- worst min-delay path, cell delays in order --
cell	delay [ns]
sky130_fd_sc_hd__clkdlybuf4s50_1	0.48
sky130_fd_sc_hd__a21oi_1	0.07
sky130_fd_sc_hd__clkdlybuf4s50_1	0.41
-- cell usage in the layout, fill, tap and decap left out, types with 2 or more instances in the layout --
cell type / netlist / routed
sky130_fd_sc_hd__a21oi_1: 4 / 3
sky130_fd_sc_hd__fa_1: 3 / 3
sky130_fd_sc_hd__clkdlybuf4s50_1: 0 / 67
sky130_fd_sc_hd__o21ai_0: 2 / 2
sky130_fd_sc_hd__a21o_1: 4 / 4
sky130_fd_sc_hd__o2111ai_1: 3 / 3
sky130_fd_sc_hd__inv_1: 36 / 36
sky130_fd_sc_hd__o21ai_1: 2 / 2
sky130_fd_sc_hd__ha_1: 29 / 29
sky130_fd_sc_hd__a2111oi_2: 2 / 3
sky130_fd_sc_hd__o21a_1: 4 / 4
-- through the flow --
step / cells / cell area [um^2]
final: 239 / 1590
after detailed placement: 239 / 1580
after floorplan: 105 / 823
after CTS: 239 / 1580
after global placement: 239 / 1580
after global routing: 239 / 1590
-- routing by layer --
| layer | track usage | wire, um | vias to the layer above |
|---|---|---|---|
| met5 | 0 | 0 | - |
| met1 | 0.0827 | 1280 | 363 |
| met4 | 0 | 0 | 0 |
| li1 | - | - | 496 |
| met3 | 0.0158 | 177 | 0 |
| met2 | 0.108 | 1170 | 35 |
No activity file was given, so power comes from the tool's default toggle rates.
