$ cat design/flow/design.v
module full_adder (
    input  X_i,
    input  B_i,
    input  C_i,
    output S_o,
    output C_o
);
  wire w1, w2, w3;
  xor G1 (w1, X_i, B_i);
  and G2 (w3, X_i, B_i);
  and G3 (w2, w1, C_i);
  xor G4 (S_o, w1, C_i);
  or G5 (C_o, w2, w3);
endmodule
module full_adder_32bit (
    input       [31:0] A_i, 
    input       [31:0] Y_i,
    input              C_i,
    output wire [31:0] Sum_o,
    output wire        c_o
);
  wire [30:0] c;
  full_adder fa0  (.X_i(A_i[0]),  .B_i(Y_i[0]),  .C_i(C_i),     .S_o(Sum_o[0]),  .C_o(c[0]));
  full_adder fa1  (.X_i(A_i[1]),  .B_i(Y_i[1]),  .C_i(c[0]),    .S_o(Sum_o[1]),  .C_o(c[1]));
  full_adder fa2  (.X_i(A_i[2]),  .B_i(Y_i[2]),  .C_i(c[1]),    .S_o(Sum_o[2]),  .C_o(c[2]));
  full_adder fa3  (.X_i(A_i[3]),  .B_i(Y_i[3]),  .C_i(c[2]),    .S_o(Sum_o[3]),  .C_o(c[3]));
  full_adder fa4  (.X_i(A_i[4]),  .B_i(Y_i[4]),  .C_i(c[3]),    .S_o(Sum_o[4]),  .C_o(c[4]));
  full_adder fa5  (.X_i(A_i[5]),  .B_i(Y_i[5]),  .C_i(c[4]),    .S_o(Sum_o[5]),  .C_o(c[5]));
  full_adder fa6  (.X_i(A_i[6]),  .B_i(Y_i[6]),  .C_i(c[5]),    .S_o(Sum_o[6]),  .C_o(c[6]));
  full_adder fa7  (.X_i(A_i[7]),  .B_i(Y_i[7]),  .C_i(c[6]),    .S_o(Sum_o[7]),  .C_o(c[7]));
  full_adder fa8  (.X_i(A_i[8]),  .B_i(Y_i[8]),  .C_i(c[7]),    .S_o(Sum_o[8]),  .C_o(c[8]));
  full_adder fa9  (.X_i(A_i[9]),  .B_i(Y_i[9]),  .C_i(c[8]),    .S_o(Sum_o[9]),  .C_o(c[9]));
  full_adder fa10 (.X_i(A_i[10]), .B_i(Y_i[10]), .C_i(c[9]),    .S_o(Sum_o[10]), .C_o(c[10]));
  full_adder fa11 (.X_i(A_i[11]), .B_i(Y_i[11]), .C_i(c[10]),   .S_o(Sum_o[11]), .C_o(c[11]));
  full_adder fa12 (.X_i(A_i[12]), .B_i(Y_i[12]), .C_i(c[11]),   .S_o(Sum_o[12]), .C_o(c[12]));
  full_adder fa13 (.X_i(A_i[13]), .B_i(Y_i[13]), .C_i(c[12]),   .S_o(Sum_o[13]), .C_o(c[13]));
  full_adder fa14 (.X_i(A_i[14]), .B_i(Y_i[14]), .C_i(c[13]),   .S_o(Sum_o[14]), .C_o(c[14]));
  full_adder fa15 (.X_i(A_i[15]), .B_i(Y_i[15]), .C_i(c[14]),   .S_o(Sum_o[15]), .C_o(c[15]));
  full_adder fa16 (.X_i(A_i[16]), .B_i(Y_i[16]), .C_i(c[15]),   .S_o(Sum_o[16]), .C_o(c[16]));
  full_adder fa17 (.X_i(A_i[17]), .B_i(Y_i[17]), .C_i(c[16]),   .S_o(Sum_o[17]), .C_o(c[17]));
  full_adder fa18 (.X_i(A_i[18]), .B_i(Y_i[18]), .C_i(c[17]),   .S_o(Sum_o[18]), .C_o(c[18]));
  full_adder fa19 (.X_i(A_i[19]), .B_i(Y_i[19]), .C_i(c[18]),   .S_o(Sum_o[19]), .C_o(c[19]));
  full_adder fa20 (.X_i(A_i[20]), .B_i(Y_i[20]), .C_i(c[19]),   .S_o(Sum_o[20]), .C_o(c[20]));
  full_adder fa21 (.X_i(A_i[21]), .B_i(Y_i[21]), .C_i(c[20]),   .S_o(Sum_o[21]), .C_o(c[21]));
  full_adder fa22 (.X_i(A_i[22]), .B_i(Y_i[22]), .C_i(c[21]),   .S_o(Sum_o[22]), .C_o(c[22]));
  full_adder fa23 (.X_i(A_i[23]), .B_i(Y_i[23]), .C_i(c[22]),   .S_o(Sum_o[23]), .C_o(c[23]));
  full_adder fa24 (.X_i(A_i[24]), .B_i(Y_i[24]), .C_i(c[23]),   .S_o(Sum_o[24]), .C_o(c[24]));
  full_adder fa25 (.X_i(A_i[25]), .B_i(Y_i[25]), .C_i(c[24]),   .S_o(Sum_o[25]), .C_o(c[25]));
  full_adder fa26 (.X_i(A_i[26]), .B_i(Y_i[26]), .C_i(c[25]),   .S_o(Sum_o[26]), .C_o(c[26]));
  full_adder fa27 (.X_i(A_i[27]), .B_i(Y_i[27]), .C_i(c[26]),   .S_o(Sum_o[27]), .C_o(c[27]));
  full_adder fa28 (.X_i(A_i[28]), .B_i(Y_i[28]), .C_i(c[27]),   .S_o(Sum_o[28]), .C_o(c[28]));
  full_adder fa29 (.X_i(A_i[29]), .B_i(Y_i[29]), .C_i(c[28]),   .S_o(Sum_o[29]), .C_o(c[29]));
  full_adder fa30 (.X_i(A_i[30]), .B_i(Y_i[30]), .C_i(c[29]),   .S_o(Sum_o[30]), .C_o(c[30]));
  full_adder fa31 (.X_i(A_i[31]), .B_i(Y_i[31]), .C_i(c[30]),   .S_o(Sum_o[31]), .C_o(c_o));
endmodule
$ cat design/flow/run.sh
#!/bin/bash
# OpenROAD 26Q1-2900-gdf79404cd8, Yosys 0.63+post, stock flow scripts
make -C /OpenROAD-flow-scripts/flow DESIGN_CONFIG=/design/flow/config.mk WORK_HOME=/design/flow/orfs finish
$ cat design/flow/config.mk
export PLATFORM = sky130hd
export DESIGN_NAME = full_adder_32bit
export DESIGN_NICKNAME = full_adder_32bit
export VERILOG_FILES = /design/flow/design.v
export SDC_FILE = /design/flow/constraint.sdc
export NUM_CORES = 4
export LEC_CHECK = 1
export CORE_AREA = 10 10 104 104
export DIE_AREA = 0 0 114 114
$ cat design/flow/constraint.sdc
current_design full_adder_32bit

set clk_period 31.2
set clk_io_pct 0.2

create_clock -name clk0 -period $clk_period

set non_clock_inputs [all_inputs -no_clocks]
set_input_delay [expr $clk_period * $clk_io_pct] -clock clk0 $non_clock_inputs
set_output_delay [expr $clk_period * $clk_io_pct] -clock clk0 [all_outputs]
==> run notes <==
Here are the numbers from the latest Yosys + OpenROAD run.

The flow ran to the end, and the final reports show no timing, DRC or antenna violations. The routed wire length per instance came out at 12.8 µm. The arrival time reported for the critical path endpoint is 19.96 ns.

Per the final timing report, the hold violations number 0. The met3 layer wire length in the routed design came out at 918 µm. The number of placement rows came out at 34.

The kind of capture point of the worst setup path is a primary output. The post-cts hold buffer count is 0. The die extent in x is 114 µm. The power density normalized to cell area is 19.4 nW/µm². The script computed the net switching share of total power as 0.262. The area of the mapped netlist is 900 µm².

The critical path start-end classification is primary input to primary output. The synthesis-to-finish area growth is 97.4%. The number of remaining DRC errors is 0. The peak supply drop came out at 6.54 µV. The cell with the biggest individual delay on the critical path is sky130_fd_sc_hd__clkdlybuf4s50_1. The highest clock rate this design can be run at is 0.0382 GHz. The global-route wire length before repair is 4.76 mm. The register area share after synthesis came out at 0. The power report lists cell-internal power as 0.0254 mW. The type of element launching the critical path is a primary input. The chip height is 114 µm. The final worst-path setup slack is 5.00 ns. The final number of setup-violating endpoints came out at 0. The met2 layer wire length in the routed design is 926 µm. The chip area in the Yosys report is 900 µm².

Per the final layout report, the fraction of cells sized above drive strength 1 comes to 0. The routed via count divided by cell count is 2.95. The measured slew at the worst slew-check pin is 0.125 ns.

The synthesized area divided by synthesized cell count came out at 13.0 µm². The relative contribution of combinational cells to total power came out at 1.000. The area fraction of the dominant cell type after synthesis came out at 0.712. The initial antenna violation count came to 0. After the first detailed-routing iteration, the DRC count stood at 3. In the layout the commonest cells are 98 x sky130_fd_sc_hd__clkdlybuf4s50_1, 32 x sky130_fd_sc_hd__fa_1, 5 x sky130_fd_sc_hd__inv_1.

The minimum period implied by the final worst setup slack came out at 26.20 ns. The count of input and output buffers is 98. The sequential cell count of the final layout came out at 0. The number of instances in the synthesized netlist came out at 69. The placeable core area came out at 8680 µm².

In the final layout, the fill cell count is 968. The post-CTS setup buffer count is 0. The number of placed I/O pins is 98.

The critical path required time came out at 24.96 ns. The critical path buffer and inverter count is 4. The critical path's largest stage delay came out at 0.48 ns. The final layout report lists a clock buffer count of 0. The number of violations of the max-capacitance limit is 0. The post-cts sizing count came out at 0. The fraction of power consumed by sequential logic came out at 0.

The number of logged tool warnings came out at 32. The synthesis report lists the Yosys warning total as 0. Across every metal layer, demand over resource in global routing totals 0.0460.

The switching power summed over all nets came out at 0.00901 mW. The post-placement setup slack came out at 4.91 ns. The count of antenna diodes in the layout came out at 0.

The via count of the first global-routing pass came out at 875. The largest net degree at the start of global routing is 2. In the post-synthesis netlist, the biggest area contributors are sky130_fd_sc_hd__fa_1 71%, sky130_fd_sc_hd__buf_4 27%, sky130_fd_sc_hd__inv_1 2.1%. The post-route cell area is 1780 µm². The family with the most delay on the worst path is adder cells.

The iteration count recorded for the first detailed-route pass is 2. The part of the cycle the worst path needs is 0.840. The worst-case headroom to the max-slew limit is 0.917.

The register cell area after layout came out at 0 µm². The floorplan step records an initial core utilization of 0.104. The half-perimeter wire length after placement is 3.11 mm.

The leftover overflow at the end of global routing came out at 0. The post-placement cell area is 1780 µm². The commonest non-fill, non-tap cell in the layout is sky130_fd_sc_hd__clkdlybuf4s50_1. The final wirelength came out at 3.10 mm. The path class of the tightest hold or removal check is primary input to primary output. Nets still carrying antenna violations after routing amount to 0. The final-report max-slew violation count came out at 0.

The final cell utilization of the core came out at 0.205. By instance count, the cell type seen most on the critical path is sky130_fd_sc_hd__fa_1. The leakage power total came out at 0.644 nW. The biggest area consumer among synthesized cells is sky130_fd_sc_hd__fa_1.

Routed signal wires occupy layers up through met3. At the end of routability-driven placement, the weighted congestion stood at 0.730. The die outline area came out at 13000 µm². The critical-path maximum fanout is 1. The total cells reported by yosys after synthesis came out at 69.

After routing, the total negative slack on setup checks comes to 0 ns. The non-filler instance count after layout is 243. Setup repair after global routing left no endpoint under its margin.

The clock network fraction of design power is 0. Detailed routing inserted a total of 716 vias. The number of different library cells in the post-synthesis netlist came out at 3. The number of placed instances, taps included is 243.

For this block, wires on met1 add up to 1.26 mm.
metal layers:
layer | global-route usage | vias to the layer above
li1 | - | 302
met1 | 0.0565 | 314
met2 | 0.0573 | 100
met3 | 0.0489 | 0
met4 | 0 | 0
met5 | 0 | -
synth_stat cells:
master,instances
sky130_fd_sc_hd__inv_1,5
sky130_fd_sc_hd__fa_1,32
sky130_fd_sc_hd__buf_4,32
metrics by stage:
step / total power, mW / hold slack [ns]
6_report: 0.0344 / 13.54
5_1_grt: 0.0390 / 13.59
4_1_cts: 0.0357 / 13.56
3_5_place_dp: 0.0355 / 13.55
3_3_place_gp: 0.0356 / 13.55
2_1_floorplan: 0.0165 / 12.69
path summary, 6_finish.rpt:
check / start / end / slack [ns] / depth (start not counted)
max: A_i[0] / Sum_o[31] / 5.00 / 36
min: Y_i[31] / c_o / 13.54 / 5
cells by family (layout without fill, tap and decap cells):
kind of cell / count (synthesis) / in the layout / share of synthesized area
buffers and inverters: 37 / 103 / 0.288
adders and majority gates: 32 / 32 / 0.712
cell type report:
type	count	area, µm²	share of cell area
inverter	5	18.8	0.0106
multi-input combinational	32	641	0.361
tap	108	135	0.0761
timing repair buffer	98	981	0.553
power groups by stage:
stage     clock network [mW]  logic (mW)  registers, mW
6_report                   0      0.0344              0
5_1_grt                    0      0.0390              0
4_1_cts                    0      0.0357              0
No activity file was given, so power comes from the tool's default toggle rates.
